==> flow/run.sh <==
#!/bin/bash
# OpenROAD 26Q1-2900-gdf79404cd8, Yosys 0.63+post, stock flow scripts
make -C /OpenROAD-flow-scripts/flow DESIGN_CONFIG=/design/flow/config.mk WORK_HOME=/design/flow/orfs finish
==> flow/config.mk <==
export PLATFORM = sky130hd
export DESIGN_NAME = interpolation1d
export DESIGN_NICKNAME = interpolation1d
export VERILOG_FILES = /design/flow/design.v
export SDC_FILE = /design/flow/constraint.sdc
export NUM_CORES = 4
export LEC_CHECK = 1
export CORE_UTILIZATION = 40
export SYNTH_HDL_FRONTEND = slang
==> flow/constraint.sdc <==
current_design interpolation1d

set clk_period 26.0
set clk_io_pct 0.2

create_clock -name clk0 -period $clk_period [get_ports {CLK}]

set non_clock_inputs [all_inputs -no_clocks]
set_input_delay [expr $clk_period * $clk_io_pct] -clock clk0 $non_clock_inputs
set_output_delay [expr $clk_period * $clk_io_pct] -clock clk0 [all_outputs]
==> flow/design.v <==
`timescale 1ns/100ps
module interpolation1d #(
    parameter FBIT = 15
) (
    input               CLK,
    input               RST,
    input   [7:0]       ip0,     
    input   [7:0]       ip1,     
    input   [7:0]       ip2,     
    input   [7:0]       ipn,     
    input   [FBIT-1:0]  x,       
    output  [7:0]       dout     
);
wire signed [8:0]           p0;      
wire signed [8:0]           p1;      
wire signed [8:0]           p2;      
wire signed [8:0]           pn;      
wire signed [10:0]          a;       
wire signed [10:0]          b;       
wire signed [10:0]          c;       
wire signed [10:0]          d;       
wire        [FBIT*2-1:0]    x2;      
wire        [FBIT*3-1:0]    x3;      
wire signed [FBIT*1:0]      sx;      
wire signed [FBIT*2:0]      sx2;     
wire signed [FBIT*3:0]      sx3;     
wire signed [FBIT*1+10:0]   scx;     
wire signed [FBIT*2+10:0]   sbx2;    
wire signed [FBIT*3+10:0]   sax3;    
wire signed [FBIT*3+10:0]   sum;     
wire signed [9:0]           round;   
reg  signed [10:0]          a_r;     
reg  signed [10:0]          b_r;     
reg  signed [10:0]          c_r;     
reg  signed [10:0]          d_r;     
reg         [FBIT*1-1:0]    x_r;     
reg         [FBIT*2-1:0]    x2_r;    
reg         [FBIT*3-1:0]    x3_r;    
assign p0 = ip0;
assign p1 = ip1;
assign p2 = ip2;
assign pn = ipn;
assign a = (p0 << 1) + p0 + p2 - pn - (p1 << 1) - p1;
assign b = (pn << 1) + (p1 << 2) - (p0 << 2) - p0 - p2;
assign c = p1 - pn;
assign d = {p0, 1'b0};
assign x2 = x * x;
assign x3 = x2 * x;
always @(posedge CLK or posedge RST) begin
    if (RST) begin
        a_r  <= 0;
        b_r  <= 0;
        c_r  <= 0;
        d_r  <= 0;
        x_r  <= 0;
        x2_r <= 0;
        x3_r <= 0;
    end
    else begin
        a_r  <= a;
        b_r  <= b;
        c_r  <= c;
        d_r  <= d;
        x_r  <= x;
        x2_r <= x2;
        x3_r <= x3;
    end
end
assign sx  = {1'b0, x_r};
assign sx2 = {1'b0, x2_r};
assign sx3 = {1'b0, x3_r};
assign scx  = c_r * sx; 
assign sbx2 = b_r * sx2; 
assign sax3 = a_r * sx3; 
assign sum = sax3 + {sbx2, {(FBIT){1'b0}}} + {scx, {(FBIT*2){1'b0}}} + {d_r, {(FBIT*3){1'b0}}};
assign round = sum[FBIT*3+10-:10] + sum[FBIT*3];
assign dout = (round < 0) ? 0 : round[7:0];
endmodule
==> results.txt <==
Purpose: to document the outcome of synthesis and place and route.

CTS
The CTS log lists the clock sinks for this run as 126. The post-cts gate resize count is 0. Looking at the clock tree report, the H-tree level count equals 4. The worst-case clock buffer depth is 2. The clock tree from TritonCTS is yes.

The post-cts hold-fix buffer tally is 0. The timing report gives the clock slew at the launch and capture registers of the worst setup and hold paths as 0.06 ns. The post-CTS repair timing setup buffer count is 0. Clock tree synthesis selected as its root buffer the cell sky130_fd_sc_hd__clkbuf_16.

Buffers inserted during clock tree synthesis total 17.

STA
The setup-violating endpoint count in the final report is 0. The worst relative slew slack is 39.77%. The final timing report lists a max-slew violation count of 0.

The worst path meets setup with 7.334 ns of slack. The highest attainable clock frequency is about 0.054 GHz. For the finished layout, the period the worst path requires is 18.67 ns. Setup repair after global routing left no endpoint under its margin.

Post-route period utilization is reported as 71.79%. The aggregate negative setup slack is 0 ns. Hold-check failures listed in the final report amount to 0. The transition time of the tightest slew-check pin is 0.9035 ns.

Finish
The share of layout cells above drive strength 1 is 2.661%. The final instance area is 59520 um^2. The sequential cells in the finished layout cover a total of between 3000 and 4000 um^2. The multi-input combinational cell area is around 47000 um^2. The filler cell count is around 14k.

The fraction of the core area covered by cells at the end of the flow is 42.55%. The post-synthesis to final-layout area growth is 5.222%.

Placed design
The HPWL reported at the end of detailed placement is 109100 um. Per the detailed placement report, the placed cell area equals 58930 um^2. As logged by OpenROAD, the buffers inserted on ports number between 50 and 60. Prior to clock tree synthesis, the placed netlist has a worst setup slack of 7.808 ns.

At the end of routability-driven placement, the weighted congestion stood at 0.9295.

Die
The die is 378.1 um wide. The number of placement rows is 137. For this design the top-level I/O count stands at 57. The core utilization before placement is 40.44%.

Per the OpenROAD floorplan log, the area of the die is 142900 um^2. After floorplanning, the core was sized to cover 139900 um^2. The height of the die is 378.1 um.

Worst hold path
The worst hold path class is in2async.

Logic synthesis
The most used flip-flop cell after synthesis is sky130_fd_sc_hd__dfrtp_1. The number of distinct library cells after synthesis is 83. The number of standard cells after synthesis is just over 6k. Yosys reports a chip area of roughly 57000 um^2. For this run, asynchronously set or reset flops after synthesis account for 100.0%. After synthesis the cells add up to 56570 um^2. Per the synthesis report, the dominant area consumer among library cells is sky130_fd_sc_hd__fa_1. Counting instances in the post-synthesis netlist gives the leading cell types as 1423 x sky130_fd_sc_hd__inv_1, 1335 x sky130_fd_sc_hd__fa_1, 809 x sky130_fd_sc_hd__nand2_1, 631 x sky130_fd_sc_hd__and2_1, 581 x sky130_fd_sc_hd__ha_1. In the Yosys report the total cell count is around 6.1k.

The synthesized design contains 126 register bits. The main area contributors are sky130_fd_sc_hd__fa_1 47%, sky130_fd_sc_hd__ha_1 13%, sky130_fd_sc_hd__inv_1 9.4%. The top cell type's share of synthesized area is a little under half. The tally of yosys warning messages is 0. Looking at the gate-level netlist, the highest instance count belongs to sky130_fd_sc_hd__inv_1. The average instance in the mapped netlist occupies roughly 9.3 um^2. Sequential elements use 5.574% of the synthesized area. The synthesized design contains 0 enable-type register cells.

Global route
After global routing the overflow that remains totals 0. The maximum number of pins on one net before global-route repair is 51. The global routing usage summed across all routing layers is 21.18%.

The first global-routing pass estimated between 200000 and 250000 um of wire. The initial antenna violation count is 3. The via count of the first global-routing pass came to 41.77k.

Status
The flow ran to the end, and the final reports show no timing, DRC or antenna violations.

Route
The detailed-routing iteration count for the pre-antenna-repair pass is 5. Per the post-route antenna check, the number of violating nets is 0. The average detailed-routed wire length per instance is 17.08 um. The total length of routed met3 wires is 14740 um. The detailed router put a total of ~57000 um of wire on met1. The count of vias placed by the detailed router is approximately 38k.

In this run, the number of DRC markers left after iteration 0 of detailed routing was 1230. The final wirelength is 134100 um. The DRC violation total left in the routed layout is recorded as 0. In this run the top signal layer used is met4. The wire length on met2 is 60830 um. Per the detail_route report, vias per standard cell equal slightly below 5.

Flow run
Across all stage logs, warnings added up to 27. The run reported a max-capacitance violation count of 0.

Critical path
The required time at the worst endpoint is listed as 20.80 ns. The maximum fanout along the worst path is 10. The biggest cell delay along the critical path is 0.71 ns. The type of destination of the critical path is a primary output. The start-to-end type of the worst setup path is reg2out. The worst setup path is launched from a register.

The slowest stage of the critical path is the sky130_fd_sc_hd__dfrtp_1 cell. The worst path arrival time is between 10 and 15 ns. The most common cell type on the critical path is sky130_fd_sc_hd__fa_1.
-- cell usage in the layout (no fill, tap or decap), drive strengths merged, types with 41 or more instances in the layout --
master and count:
ha 581, xnor2 124, dfrtp 126, clkdlybuf4s50 41, nor2 112, a21o 79, fa 1335, o21ai 78
a21oi 122, nand2b 86, inv 1432, nand2 810, buf 85, xor2 43, and2 631
-- logic make-up after synthesis --
kind of cell | count (synthesis) | synth area share (%)
XOR/XNOR | 168 | 2.654
buffers and inverters | 1692 | 11.25
flip-flops | 126 | 5.574
multiplexers | 3 | 0.05751
other | 2 | 0.01328
AND-OR/OR-AND | 425 | 5.056
AND/OR/NAND/NOR | 1750 | 15.30
adder cells (fa/ha/maj) | 1916 | 60.10
-- per-layer routing --
layer,global-route usage [%],up-vias
met5,0.2744,-
met4,2.315,0
met3,9.914,97
met2,32.05,1153
met1,29.90,19080
li1,-,17660
-- critical path, delay by kind of cell, from the launching register on --
family                     cells  cell delay (ns)
adders and majority gates     12             5.73
AOI/OAI and AO/OA             11             2.75
xor gates and xnor gates       4             1.05
and+or+nand+nor                9             1.88
DFF                            1             0.71
buffers and inverters          5             0.89
-- cell type report --
cell class                 count  area share, %
inverter                    1423          8.982
clock buffer                  17         0.7147
timing repair buffer         126          1.698
clock inverter                15         0.2817
antenna                        1       0.004204
sequential                   126          5.297
multi-input combinational   4269          79.08
tap                         1876          3.943
-- worst max-delay path by stage --
stage	start	end	slack, ns	cells after the start
final	b_r[10]$_DFF_PP0_	dout[1]	7.33	41
after global routing	b_r[10]$_DFF_PP0_	dout[1]	6.55	41
after CTS	b_r[10]$_DFF_PP0_	dout[1]	7.25	41
-- metrics by stage --
stage	std cells	hold WS, ns
final	7853	5.108
after global routing	7852	5.149
after CTS	7852	5.094
after detailed placement	7820	5.614
after global placement	7820	5.612
after floorplan	6087	5.231
-- flip-flops by register name (all words and copies together) (netlist names) --
name / flops
x3_r: 45
c_r: 9
a_r: 11
d_r: 8
x2_r: 28
b_r: 11
x_r: 14
